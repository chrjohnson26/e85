==> flow/design.v <==
module lab3_CJ(input logic clk,
 input logic reset,
 input logic left, right,
 output logic la, lb, lc, ra, rb, rc);
 	logic [6:0] s, sp;
	logic nr, nl, temp1;
	always_ff @ (posedge clk, posedge reset)
					if (reset) s <= 7'b0000001;
					else s<=sp;
	not n1(nr, right);
	not n2(nl, left);
	and a1(temp1, nr, nl, s[0]);
	or o1(sp[0], temp1, s[5], s[6]);
	and a2(sp[1], left, nr, s[0]);
	and a3(sp[2], nl, right, s[0]);
	buf b1(sp[3], s[1]);
	buf b2(sp[4], s[2]);
	buf b3(sp[5], s[3]);
	buf b4(sp[6], s[4]);
	or o2(la, s[1], s[3], s[5]);
	or o3(lb, s[3], s[5]);
	buf b5(lc, s[5]);
	or o4(ra, s[2], s[4], s[6]);
	or o5(rb, s[6], s[4]);
	buf b6(rc, s[6]);
endmodule
==> flow/run.sh <==
#!/bin/bash
# OpenROAD 26Q1-2900-gdf79404cd8, Yosys 0.63+post, stock flow scripts
make -C /OpenROAD-flow-scripts/flow DESIGN_CONFIG=/design/flow/config.mk WORK_HOME=/design/flow/orfs finish
==> flow/config.mk <==
export PLATFORM = sky130hd
export DESIGN_NAME = lab3_CJ
export DESIGN_NICKNAME = lab3_CJ
export VERILOG_FILES = /design/flow/design.v
export SDC_FILE = /design/flow/constraint.sdc
export NUM_CORES = 4
export LEC_CHECK = 1
export CORE_AREA = 10 10 70 70
export DIE_AREA = 0 0 80 80
==> flow/constraint.sdc <==
current_design lab3_CJ

set clk_period 1.3
set clk_io_pct 0.2

create_clock -name clk0 -period $clk_period [get_ports {clk}]

set non_clock_inputs [all_inputs -no_clocks]
set_input_delay [expr $clk_period * $clk_io_pct] -clock clk0 $non_clock_inputs
set_output_delay [expr $clk_period * $clk_io_pct] -clock clk0 [all_outputs]
==> results_dict.tcl <==
# implementation run metrics
set metrics [dict create \
    io_buffers 9 \
    netlist_area_um2 236.5 \
    clockRootBuffer "clkbuf_4" \
    grt_max_degree 8 \
    drt-initial-drc-count 3 \
    place_area_um2 399.1 \
    synthCells 17 \
    rows 21 \
    clk_latency_ns 0.25 \
    r2r_end "s[0]$_DFF_PP1_" \
    critPathCaptureType "output port" \
    avgRoutedWirePerCell_um 7.525 \
    n_antenna_cell 0 \
    largest_reg_flops 7 \
    wirelength_um 602 \
    lay_top_count "dfrtp_1" \
    ir_drop_mv 0.1395 \
    ys_seq_elements 7 \
    place_congestion 0.7189 \
    layout_top_cells "6 x dfrtp_1, 4 x buf_2" \
    fin_crit_ns 1.379 \
    dieWidth_um 80 \
    ys_area_um2 236.5 \
    hold_path.class "in2async" \
    cp_data_arrival_time_ns 1.12 \
    reg.largest.list "s: 7 flops" \
    hpwl_um 498.5 \
    holdBufCountCts 0 \
    setup_tns_ns -0.1722 \
    fp-utilization_pct 6.923 \
    antenna_found_initial 0 \
    syn_avg_cell_area_um2 13.91 \
    clock-sinks 7 \
    place_worst_setup_slack_ns -0.1397 \
    whs_ns 0.2379 \
    overflow 0 \
    r2r-start "s[5]$_DFF_PP0_" \
    path_clk_slew_ns 0.05 \
    worst_slew_pin_slew_ns 0.2493 \
    die_h_um 80 \
    status "complete, but fails checks" \
    critPathLaunchType "flop" \
    regToRegSetupSlack_ns 0.34 \
    max_slew_margin_pct 83.36 \
    r2r_cells 2 \
    track_usage_pct 2.048 \
    hold_viol_final 0 \
    htree_levels 1 \
    core_area_um2 3416 \
    synth_seq_share_pct 74.60 \
    boundaryPins 10 \
    synth_warnings 1 \
    grt_pass1_vias 208 \
    via_per_inst 2.463 \
    postLayoutCellArea_um2 430.4 \
    synth_stat.cells 17 \
    layout_setup_ws_ns -0.07948 \
    cp.required_ns 1.04 \
    finClkSkew_ns 0.001861 \
    synthDistinctLibCells 9 \
    clock_path_buffers 2 \
    chipArea_um2 6400 \
    setup_viol 3 \
    worstSetupPathType "reg2out" \
    path_max_fanout 3 \
    areaGrowthSynthToFinish_pct 82.01 \
    vias 197 \
    cts_tree "built" \
    grt_pass1_wl_um 979 \
    period_used_pct 106.1 \
    max_cap_violations 0 \
    largest-register "s" \
    drc_errors 0 \
    drive_gt1_share_pct 47.06 \
    violations "negative setup slack" \
    ant_nets 0 \
    drv_slew 0 \
    drtPass1Iterations 2 \
    max_freq_mhz 724.9 \
    warnings 27 \
    power.leakage_uw 0.0002222 \
    rsz0062_at_grt "true" \
    cellPowerDensity_nw_per_um2 983.5 \
    numCtsBuffers 3 \
]
-- worst max-delay path: stages (launching register included) --
cell and delay (ns):
dfrtp_1 0.38, or3_1 0.37, buf_2 0.12
-- routing by layer --
layer	part of all wire [%]	global-route usage (%)	wire [um]	up-vias
li1	-	-	-	90
met1	32	1.753	193	95
met2	50	3.291	304	7
met3	13	1.818	78	5
met4	4.2	0.8803	25	0
met5	0	0	0	-
-- kinds of logic (layout without fill, tap and decap cells) --
group,Yosys count,in the layout,share of synthesized area [%]
simple gates,9,9,23.81
flops,7,7,74.60
buf+inv,1,18,1.586
-- area by class of cell --
| class | count | area, um^2 |
|---|---|---|
| sequential | 7 | 176.4 |
| timing repair buffer | 13 | 105.1 |
| fill | 402 | 2985 |
| multi-input combinational | 9 | 61.31 |
| inverter | 1 | 3.754 |
| tap | 46 | 57.56 |
| clock buffer | 4 | 26.28 |
-- stage by stage --
step	instances	utilization, %	total power (uW)
final	80	12.60	423.3
after global routing	80	12.60	452.1
after CTS	79	12.16	434.2
after detailed placement	74	11.68	237.0
after global placement	74	11.68	236.8
after floorplan	17	-	225.7
-- synthesized netlist by cell type (all sizes together) --
cell type / instances / area share (%)
nor3b: 1 / 3.2
nand2: 1 / 1.6
dfstp: 1 / 11
nor2: 1 / 1.6
and3b: 1 / 4.2
inv: 1 / 1.6
or2: 2 / 5.3
dfrtp: 6 / 63
or3: 3 / 7.9
-- where the power goes --
group / switching [uW] / internal [uW] / total [uW]
clock: 73.2 / 117 / 190
combinational: 6.28 / 8.48 / 14.8
sequential: 0 / 219 / 219
-- how the worst max path moves through the flow --
stage | depth (start not counted) | endpoint | startpoint | slack [ns]
4_1_cts | 2 | ra | s[2]$_DFF_PP0_ | -0.1
5_1_grt | 2 | ra | s[6]$_DFF_PP0_ | -0.13
6_report | 2 | ra | s[6]$_DFF_PP0_ | -0.08
-- what timing repair did --
action                     4_1_cts  5_1_grt
setup endpoints to repair        6        4
cloned                           0        0
pin swaps                        2        3
hold endpoints to repair         0        0
setup buffers                    1        1
resized                         19        2
Power and IR drop assume default switching activity.
