$ cat design/flow/config.mk
export PLATFORM = sky130hd
export DESIGN_NAME = lab5_CJ
export DESIGN_NICKNAME = lab5_CJ
export VERILOG_FILES = /design/flow/design.v
export SDC_FILE = /design/flow/constraint.sdc
export NUM_CORES = 4
export LEC_CHECK = 1
export CORE_UTILIZATION = 50
$ cat design/flow/constraint.sdc
current_design lab5_CJ

set clk_period 5.1
set clk_io_pct 0.2

create_clock -name clk0 -period $clk_period [get_ports {clk}]

set non_clock_inputs [all_inputs -no_clocks]
set_input_delay [expr $clk_period * $clk_io_pct] -clock clk0 $non_clock_inputs
set_output_delay [expr $clk_period * $clk_io_pct] -clock clk0 [all_outputs]
$ cat design/flow/design.v
module lab5_CJ(input logic reset,
					input logic clk,
					input logic [6:0] key,
					output logic sout);
        logic [31:0] q6, q5, q4, q3, q2, q1, q0;
        logic y;
		always_ff @(posedge clk)
            if (reset)     q6 <= 0;
            else           q6 <= q6 + 25228; 
		always_ff @(posedge clk)
            if (reset)     q5 <= 0;
            else           q5 <= q5 + 29996; 
		always_ff @(posedge clk)
            if (reset)     q4 <= 0;
            else           q4 <= q4 + 42426; 
		always_ff @(posedge clk)
            if (reset)     q3 <= 0;
            else           q3 <= q3 + 22471;
        always_ff @(posedge clk)
            if (reset)     q2 <= 0;
            else           q2 <= q2 + 28312;
        always_ff @(posedge clk)
            if (reset)     q1 <= 0;
            else           q1 <= q1 + 33673;
        always_ff @(posedge clk)
            if (reset)     q0 <= 0;
            else           q0 <= q0 + 37796;
        assign y = (~key[6] ? q6 : (~key[5] ? q5[31] : (~key[4] ? q4[31] : (~key[3] ? q3[31]: (~key[2] ? q2[31] : (~key[1] ? q1[31] : (~key[0] ? q0[31]: 0)))))));
        assign sout = y;  
endmodule
$ cat design/flow/run.sh
#!/bin/bash
# OpenROAD 26Q1-2900-gdf79404cd8, Yosys 0.63+post, stock flow scripts
make -C /OpenROAD-flow-scripts/flow DESIGN_CONFIG=/design/flow/config.mk WORK_HOME=/design/flow/orfs finish
==> flow_metrics.env <==
# physical design summary
export IMPL_synth_edff_count=0
export IMPL_drtIter0Drc=364
export IMPL_p_leak_nw=3.22
export IMPL_cts_resized_gates=0
export IMPL_coreArea_mm2=0.0159
export IMPL_worstPathArrival_ns=2.64
export IMPL_pin_count=10
export IMPL_hold_buffers=0
export IMPL_overflow=0
export IMPL_dp_hpwl_mm=9.30
export IMPL_tool_warnings=25
export IMPL_wl_per_cell_um=12.3
export IMPL_wl_mm=14.6
export IMPL_gp_congestion=0.763
export IMPL_numPortBuffers=9
export IMPL_timing_hold_ws_ns=0.444
export IMPL_synthArstFlopShare_pct=0
export IMPL_yosysUniqueCellTypes=59
export IMPL_clock_skew_ns=0.00768
export IMPL_grt_antenna_before_repair=0
export IMPL_final_hold_violation_count=0
export IMPL_clock_sinks=184
export IMPL_grt_pass1_vias=5760
export IMPL_reg2reg_depth=7
export IMPL_die_h_um=130
export IMPL_tns_ns=0
export IMPL_stdcell_count=1188
export IMPL_fillers=1372
export IMPL_finalPower_mw=3.52
export IMPL_avgSynthCellArea_um2=8.61
export IMPL_yosys_warnings=1
export IMPL_fp_util_pct=51.5
export IMPL_top_area_cell="dfxtp_1"
export IMPL_synth_area_top_cells="dfxtp_1 45%, nor2_1 5.8%, a21oi_1 5.0%"
export IMPL_postSynthCellCount=954
export IMPL_drt_antenna_violating_nets=0
export IMPL_num_antenna_cells=0
export IMPL_drive_gt1_share_pct=6.58
export IMPL_fmax_mhz=273
export IMPL_clock_path_buffers=2
export IMPL_cts_tree="yes"
export IMPL_die_area_mm2=0.0169
export IMPL_grt_start_max_net_pins=75
export IMPL_crit_required_ns=4.08
export IMPL_period_needed_ns=3.66
export IMPL_postCtsSetupRepairBufs=0
export IMPL_dr_total_vias=6449
export IMPL_grt_util_all_layers_pct=18.5
export IMPL_worstHoldPathCells=1
export IMPL_dr_pass1_iters=4
export IMPL_syn_area_mm2=0.00822
export IMPL_hp_class="flip-flop to flip-flop"
export IMPL_worstMarginPinSlew_ns=0.883
export IMPL_viasPerCell=5.43
export IMPL_area_growth_pct=10.4
export IMPL_synth_seq_share_pct=44.8
export IMPL_p_per_area_mw_per_mm2=388
export IMPL_relSlewSlack_pct=41.0
export IMPL_status="completed"
export IMPL_crit_path_max_fanout=2
export IMPL_die_w_um=130
export IMPL_end_kind="output pin"
export IMPL_synthTopCellsByCount="184 x dfxtp_1, 127 x nor2_1, 82 x a21oi_1"
export IMPL_ys_chip_area_mm2=0.00822
export IMPL_drv_cap=0
export IMPL_ir_drop_mv=0.312
export IMPL_yosysMostFrequentCell="dfxtp_1"
export IMPL_dpl_cell_count=1156
export IMPL_grt_pass1_wl_mm=25.3
export IMPL_cts_root_buf="clkbuf_16"
export IMPL_setup_viol=0
export IMPL_clk_pin_slew_ns=0.07
export IMPL_ff_type="dfxtp_1"
export IMPL_yosys_cells=954
export IMPL_numSynthFlops=184
export IMPL_rsz0062_at_grt="no"
export IMPL_finalCritPeriodShare_pct=71.8
export IMPL_drc=0
export IMPL_crit_type="input port to output pin"
export IMPL_cts_buffers=17
export IMPL_row_count=46
export IMPL_top_area_share_pct=44.8
export IMPL_slew_violations=0
export IMPL_start_kind="input port"
export IMPL_clock_latency_ns=0.42
export IMPL_htree_levels=4
-- kinds of logic (layout without fill, tap and decap cells) --
logic type                 after synthesis  after routing  synth area share [%]
xor gates and xnor gates                80             80                  8.53
adders and majority gates                6              6                 0.914
DFF                                    184            184                  44.8
muxes                                   13             13                  1.78
AOI/OAI and AO/OA                      217            217                  16.5
buffers and inverters                   57             75                  2.71
and+or+nand+nor                        397            397                  24.7
-- sequential cells by signal (all words and copies together) (netlist names) --
register,cells
q5,30
q1,32
q0,30
q3,32
q4,31
q2,29
-- layout by cell type (no fill, tap or decap), drive strengths merged, types with 3 or more instances in the layout --
| cell | instances |
|---|---|
| clkdlybuf4s50 | 8 |
| o211ai | 4 |
| o21a | 12 |
| nand4 | 21 |
| nor3 | 25 |
| o31ai | 21 |
| dfxtp | 184 |
| or2 | 3 |
| a21o | 6 |
| and2 | 9 |
| and3 | 13 |
| mux2 | 13 |
| nor2b | 19 |
| clkbuf | 18 |
| ha | 6 |
| a211oi | 5 |
| nor4 | 8 |
| xnor2 | 43 |
| a21boi | 4 |
| nor3b | 6 |
| a31oi | 3 |
| a21oi | 83 |
| a31o | 8 |
| inv | 31 |
| xor2 | 37 |
| buf | 10 |
| nand2b | 5 |
| nand3 | 34 |
| clkinvlp | 5 |
| and4 | 12 |
| o21ai | 53 |
| nor2 | 127 |
| or4 | 19 |
| nand2 | 55 |
| clkinv | 3 |
| or3 | 38 |
-- final timing paths --
path | start | end | slack (ns)
min | q3[0]$_SDFF_PP0_ | q3[0]$_SDFF_PP0_ | 0.44
min reg2reg | q3[0]$_SDFF_PP0_ | q3[0]$_SDFF_PP0_ | 0.44
max reg2reg | q2[3]$_SDFF_PP0_ | q2[31]$_SDFF_PP0_ | 2.65
max | key[1] | sout | 1.44
-- power by group --
part	switching, mW	total (mW)	internal (mW)
combinational	0.295	0.543	0.249
sequential	0.162	1.75	1.58
clock	0.578	1.23	0.650
-- metrics by stage --
| stage | instance area, um^2 | setup WS, ns | utilization (%) |
|---|---|---|---|
| floorplan | 8220 | 2.57 | - |
| global placement | 8510 | 1.41 | 53.4 |
| detailed placement | 8510 | 1.44 | 53.4 |
| CTS | 9070 | 1.41 | 56.9 |
| global route | 9070 | 1.34 | 56.9 |
| finish | 9070 | 1.44 | 56.9 |
-- per-layer routing --
layer	share of wire (%)	GRT usage [%]
met1	53	28.7
met2	43	29.0
met3	2.4	3.01
met4	0.68	1.85
met5	0	0
-- final cells by class --
class	count	area (um^2)	share of cell area [%]
multi-input cells	713	4310	47.5
flip-flops and latches	184	3680	40.6
clock buffers	18	439	4.84
well taps	216	270	2.98
repair buffers	18	155	1.71
clock inverters	14	118	1.30
inverters	25	93.8	1.03
-- worst max-delay path, cell delays in order --
cell             delay, ns
clkdlybuf4s50_1       0.47
nand3b_1              0.08
a31oi_1               0.17
o221ai_1              0.20
a21boi_0              0.21
clkdlybuf4s50_1       0.49
Power is estimated from default activity; no workload was simulated.
